===== flow/design.v =====
module branch_datapath (
    input  wire [31:0] PC,
    input  wire [31:0] reg1,
    input  wire [31:0] reg2,
    input  wire [15:0] imm,
    input  wire        Branch,
    output wire [31:0] nextPC,
    output wire        Zero,
    output wire        BranchTaken
);
    wire [31:0] PC_plus4;
    wire [31:0] imm_ext;
    wire [31:0] imm_shift;
    wire [31:0] branch_addr;
    wire [31:0] alu_result;
    assign PC_plus4   = PC + 32'd4;
    assign imm_ext    = {{16{imm[15]}}, imm};
    assign imm_shift  = imm_ext << 2;
    assign branch_addr = PC_plus4 + imm_shift;
    assign alu_result = reg1 - reg2;
    assign Zero       = (alu_result == 32'd0);
    assign BranchTaken = Branch & Zero;
    assign nextPC     = BranchTaken ? branch_addr : PC_plus4;
endmodule
module Data_Memory(
input wire clk, MemRead, MemWrite,
input wire [31:0] address, write_data,
output reg [31:0] read_data
    );
reg [31:0] mem [0:19]; 
integer i;
initial begin
for(i=0;i<20;i=i+1)
	mem[i] = i+456; 
end
always @(*) begin 
if(MemRead)
	read_data = mem[address];
else
	read_data = 32'b0;
end
always @(posedge clk) begin 
if (MemWrite)
	mem[address]<=write_data;
end
endmodule 
module single_cycle_datapath (
    input  wire        clk,
    input  wire        Branch,
    input  wire        MemRead,
    input  wire        MemWrite,
    input  wire        MemtoReg,
    input  wire [31:0] PC,
    input  wire [31:0] reg1,
    input  wire [31:0] reg2,
    input  wire [15:0] imm,
    input  wire [31:0] alu_result,
    input  wire [31:0] write_data,
    output wire [31:0] nextPC,
    output wire [31:0] memtoreg_out
);
    wire Zero;
    wire BranchTaken;
    wire [31:0] mem_read_data;
    branch_datapath BD (
        .PC(PC),
        .reg1(reg1),
        .reg2(reg2),
        .imm(imm),
        .Branch(Branch),
        .nextPC(nextPC),
        .Zero(Zero),
        .BranchTaken(BranchTaken)
    );
    Data_Memory DM (
        .clk(clk),
        .MemRead(MemRead),
        .MemWrite(MemWrite),
        .address(alu_result),
        .write_data(write_data),
        .read_data(mem_read_data)
    );
    assign memtoreg_out = MemtoReg ? mem_read_data : alu_result;
endmodule

===== flow/run.sh =====
#!/bin/bash
# OpenROAD 26Q1-2900-gdf79404cd8, Yosys 0.63+post, stock flow scripts
make -C /OpenROAD-flow-scripts/flow DESIGN_CONFIG=/design/flow/config.mk WORK_HOME=/design/flow/orfs finish

===== flow/config.mk =====
export PLATFORM = sky130hd
export DESIGN_NAME = single_cycle_datapath
export DESIGN_NICKNAME = single_cycle_datapath
export VERILOG_FILES = /design/flow/design.v
export SDC_FILE = /design/flow/constraint.sdc
export NUM_CORES = 4
export LEC_CHECK = 1
export CORE_UTILIZATION = 30

===== flow/constraint.sdc =====
current_design single_cycle_datapath

set clk_period 18.4
set clk_io_pct 0.2

create_clock -name clk0 -period $clk_period [get_ports {clk}]

set non_clock_inputs [all_inputs -no_clocks]
set_input_delay [expr $clk_period * $clk_io_pct] -clock clk0 $non_clock_inputs
set_output_delay [expr $clk_period * $clk_io_pct] -clock clk0 [all_outputs]

==> flow_metrics.py <==
# Metrics from the implementation run
metrics = {
    "grt": {
        "grt_util_met1_pct": 17.9,
        "grt_use_met2_pct": 26.1,
        "grt_max_degree": 101,
        "grt-busiest-layer": "met2",
        "grt_remaining_overflow": 0,
        "grt_pass1_vias": 18685,
        "grt.total_usage_pct": 16.0,
        "use_met3_pct": 10.5,
        "grt_first_pass_wirelength_um": 112000,
        "grt_antenna_before_repair": 5,
    },
    "final_layout": {
        "reg_top3": "DM.mem: 640 flops",
        "lay_top_cells": "edfxtp_1 (640), clkdlybuf4s50_1 (235), nand2_1 (187)",
        "drive_gt1_share_pct": 15.4,
        "n_fill_cell": 8907,
        "lay_top_count": "edfxtp_1",
        "regArea_um2": 19200,
        "combGateArea_um2": 9470,
        "stdcell_area_um2": 35000,
        "largest_register": "DM.mem",
        "largest_register_ffs": 640,
        "syn_to_final_growth_pct": 19.9,
        "stdcell_count": 3426,
    },
    "worst_setup_path": {
        "cp.required_ns": 14.72,
        "crit_chain": "clkdlybuf4s50_1 -> ha_1 -> nand4_1 -> nor3_1 -> nand2_1 -> nor2_1 -> and4_1 -> and2_1 -> xnor2_1 -> inv_1 -> ha_1 -> a21o_1 -> a21oi_1 -> o21ai_0 -> a22o_1 -> a2111oi_0 -> o21bai_1 -> a21oi_1 -> xor2_1 -> nor4_1 -> xnor2_1 -> clkdlybuf4s50_1",
        "critical_path_buf_inv_count": 3,
        "cp_slowest_cell": "clkdlybuf4s50_1",
        "path_max_fanout": 7,
        "critPathMaxStageDelay_ns": 0.52,
        "end_kind": "primary output",
        "critical_path_class": "in -> out",
        "critPathLaunchType": "input port",
        "crit_family": "simple AND/OR/NAND/NOR gates",
        "worstPathArrival_ns": 8.95,
    },
    "cts": {
        "cts.htree.levels": 2,
        "root_buffer": "clkbuf_16",
        "post_cts_buffers": 0,
        "cts_resized": 0,
        "postCtsHoldBufs": 0,
        "cts_sinks": 640,
        "clk_pin_slew_ns": 0.06,
        "cts_buffers": 58,
        "cts_tree": "done",
        "cts_buffer_depth": 3,
    },
    "floorplan": {
        "io_pins": 245,
        "die_area_um2": 98600,
        "die_h_um": 314,
        "core_area_um2": 96600,
        "die_w_um": 314,
        "num_rows": 114,
        "initial_core_util_pct": 30.2,
    },
    "sta": {
        "final_hold_viol_count": 0,
        "final_max_slew_viol_count": 0,
        "min_period_ns": 12.63,
        "rsz0062_at_grt": "false",
        "timing.final.ws_setup_ns": 5.77,
        "fin_crit_sh_pct": 68.6,
        "hold_ws_ns": 4.06,
        "setup_tns_ns": 0,
        "worstMarginPinSlew_ns": 1.04,
        "relSlewSlack_pct": 28.8,
        "finalSetupViolCount": 0,
        "fmax_mhz": 79.2,
    },
    "synth": {
        "edf_count": 640,
        "ys_area_um2": 29200,
        "syn_area_um2": 29200,
        "syn_avg_cell_area_um2": 15.7,
        "yosys_most_used_dff": "edfxtp_1",
        "yosysUniqueCellTypes": 70,
        "synth_warnings": 1,
        "ys_seq_share_pct": 65.8,
        "netlist_instances": 1856,
        "synth-async-reset-ratio_pct": 0,
        "ys_cells": 1856,
        "ys_seq_elements": 640,
    },
    "power": {
        "switchingPower_w": 0.000685,
        "p_int_w": 0.00241,
        "seqPwrFrac_pct": 52.6,
        "swShare_pct": 22.1,
        "power_density_nw_per_um2": 88.3,
        "power_frac_clock_pct": 36.1,
        "ir_drop_uv": 66.5,
        "p_leak_nw": 11.5,
        "power_frac_comb_pct": 11.3,
    },
    "routing": {
        "ant_nets": 0,
        "totalWireLength_um": 74300,
        "routedWlPerCell_um": 21.7,
        "num_vias": 17355,
        "viasPerCell": 5.07,
        "drt_iter0_drc": 1061,
        "drc": 0,
        "drt_pass1_iterations": 5,
    },
    "run_status": {
        "status": "completed",
    },
    "place": {
        "place_hpwl_um": 46000,
        "place.gp.congestion": 0.900,
        "dpl.cell_count": 3323,
        "post-place-ws_ns": 5.81,
        "port_buffers": 240,
        "dpl_cell_area_um2": 33300,
    },
    "flow_run": {
        "warnings": 28,
        "maxCapViolations": 0,
    },
    "hold_path": {
        "worstHoldPathType": "in -> reg",
    },
}
layer usage:
metal / wire (um) / share of wire [%]
met1: 25400 / 34
met2: 36500 / 49
met3: 10900 / 15
met4: 1390 / 1.9
met5: 34 / 0.046
through the flow:
| stage | power (W) | util [%] |
|---|---|---|
| 2_1_floorplan | 0.00186 | - |
| 5_1_grt | 0.00321 | 36.2 |
| 4_1_cts | 0.00312 | 36.2 |
| 6_report | 0.00309 | 36.3 |
| 3_5_place_dp | 0.00201 | 34.5 |
| 3_3_place_gp | 0.00201 | 34.5 |
path summary, 6_finish.rpt:
check | from | to | slack (ns) | cells after the start
max | PC[2] | nextPC[31] | 5.77 | 22
min | write_data[26] | DM.mem[15][26] | 4.06 | 1
layout make-up:
class                           count  area share, %
Sequential cell                   640           54.9
Multi-Input combinational cell   1050           27.0
Timing Repair Buffer              277           7.67
Tap cell                         1276           4.56
Clock buffer                       74           4.38
Inverter                           80          0.858
Clock inverter                     27          0.579
Antenna cell                        2         0.0143
Yosys cell counts, drive strengths merged, types with 37 or more instances:
library cell,number,share of area (%)
nor2,72,0.93
mux4,161,12
nand2,188,2.4
edfxtp,640,66
clkbuf,53,0.68
a21oi,105,1.8
ha,61,2.6
o21ai,42,0.72
inv,80,1.0
a211oi,37,0.95
xnor2,38,1.1
power by group through the flow:
stage | clock, W | sequential [W] | combinational (W)
CTS | 0.00114 | 0.00163 | 0.000355
global route | 0.00119 | 0.00163 | 0.000386
finish | 0.00112 | 0.00163 | 0.000349
logic make-up after synthesis:
kind of cell    after synthesis  synth area share (%)
xor+xnor                     60                  1.80
mux                         201                  14.0
buf+inv                     166                  2.23
flops                       640                  65.8
compound gates              320                  7.09
fa+ha+maj                    62                  2.68
simple gates                407                  6.36
Power and IR drop assume default switching activity.
