`/design/flow/design.v`:
```
`timescale 1ns / 1ps
module divider4bit_simple(
    input clk,
    input rst,
    input start,
    input [3:0] dividend,
    input [3:0] divisor,
    output reg [3:0] quotient,
    output reg [3:0] remainder,
    output reg done
);
    reg [2:0] count;
    reg [4:0] temp_rem;
    reg state;  
    always @(posedge clk or posedge rst) begin
        if (rst) begin
            quotient <= 0;
            remainder <= 0;
            temp_rem <= 0;
            count <= 0;
            state <= 0;  
            done <= 0;
        end else begin
            case(state)
                0: begin  
                    done <= 0;
                    if (start) begin
                        quotient <= 0;
                        remainder <= 0;
                        temp_rem <= 0;
                        count <= 4;  
                        state <= 1;  
                    end
                end
                1: begin  
                    temp_rem = {remainder[3:0], dividend[count-1]};  
                    if (temp_rem >= divisor) begin
                        temp_rem = temp_rem - divisor;
                        quotient[count-1] <= 1;
                    end else begin
                        quotient[count-1] <= 0;
                    end
                    remainder <= temp_rem;
                    count <= count - 1;
                    if (count == 1) begin
                        done <= 1;
                        state <= 0;  
                    end
                end
            endcase
        end
    end
endmodule
```
`/design/flow/run.sh`:
```
#!/bin/bash
# OpenROAD 26Q1-2900-gdf79404cd8, Yosys 0.63+post, stock flow scripts
make -C /OpenROAD-flow-scripts/flow DESIGN_CONFIG=/design/flow/config.mk WORK_HOME=/design/flow/orfs finish
```
`/design/flow/config.mk`:
```
export PLATFORM = sky130hd
export DESIGN_NAME = divider4bit_simple
export DESIGN_NICKNAME = divider4bit_simple
export VERILOG_FILES = /design/flow/design.v
export SDC_FILE = /design/flow/constraint.sdc
export NUM_CORES = 4
export LEC_CHECK = 1
export CORE_AREA = 10 10 87 87
export DIE_AREA = 0 0 97 97
```
`/design/flow/constraint.sdc`:
```
current_design divider4bit_simple

set clk_period 5.7
set clk_io_pct 0.2

create_clock -name clk0 -period $clk_period [get_ports {clk}]

set non_clock_inputs [all_inputs -no_clocks]
set_input_delay [expr $clk_period * $clk_io_pct] -clock clk0 $non_clock_inputs
set_output_delay [expr $clk_period * $clk_io_pct] -clock clk0 [all_outputs]
```
==> run notes <==
run results: CP cell instances clkdlybuf4s50_1 -> mux2_2 -> nand3_1 -> o31a_1 -> ha_1 -> nand4_1 -> nand2_1 -> or2_2 -> mux2i_1 -> a21o_1, Yosys chip area 987 um^2, asr flop ratio synth 100%, Final Util 22.9%, TritonRoute pass-1 iters 2, Synth flops 13, Die Area 0.00941 mm^2, Rel. slew slack 62.0%, Synth area leaders dfrtp_1, ha_1, inv_1, Routed WL per cell 10.8 um, setup TNS 0 ps, CORE AREA 0.00564 mm^2, pwr/cell area 535 mW/mm^2, CTS Sinks 13, Power Total ~0.69 mW, number of inserted diodes 0, RSZ-0062 raised after global routing no, largest net degree at the start of global routing 20, CP Launch Type primary input, number of cells in Yosys stat 108, area grow syn2layout 30.7%, count of final hold-check violations 0, initial antenna violation count 0, row count 27, die y size 97 um, Peak Freq 332 MHz, Crit Path Class primary input to flop, crit end category flop, max-cap violation count 0, Mapped Cells roughly 110, status finished, final reports clean, Residual DRC 0, synth unique cells 35, post-CTS resize count 0, Slew Limit Fails 0, CTS buffer count 3, flip-flops with a built-in enable 0, share of cells above drive strength 1 roughly 6.3%, delay-heaviest family, CP simple AND/OR/NAND/NOR gates, Post-CTS Hold Buffers 0, HPWL after DPL 1770 um, final worst path period share 52.8%, Worst Clk Skew 0.468 ps, GR Overflow Total 0, Hold Path Class flop to flop, Synth area leader dfrtp_1, TritonCTS clock tree yes, Finish-stage setup viols 0, H-tree Lvls 1, # IOs 20, area share, top type 33.0%, Max rail drop VDD around 140 uV, placement-stage cell area approximately 0.0012 mm^2, WHS approximately 500 ps, RePlAce Congestion 0.822, Req. time, crit path 5830 ps, CP max stage cell clkdlybuf4s50_1, ANT nets after route 0, vias 790, vias in the first global route 765, Worst path max stage delay roughly 390 ps, Synth Seq Share around 33%, leakage 0.573 nW, placed instance count 194, CP arrival 3140 ps, GRT Total Usage 4.71%, Tmin final ~3000 ps, Worst Path Max Fanout 4, first-pass GRT wire length 3800 um, pre-CTS WS 2430 ps, fp_density about 17%, Die X 97 um, Insertion Delay late pin 240 ps, min setup slack post-route between 2000 and 3000 ps, clk slew on worst S/H paths 50 ps, Post-CTS Setup Inserts 0, Post-Layout Cell Count 198, Buf/Inv on CP 1, synthesized cell area 987 um^2, clk root buf clkbuf_8, Post-Route WL 2150 um, top cells by count dfrtp_1, ha_1, inv_1, top_reg_cell synth dfrtp_1, Yosys warnings 1, post-route cell area between 0.001 and 0.0015 mm^2, number of OpenROAD warnings 30, vias per cell 3.99, Clock Tree Buf Depth 2, # port buffers 19, syn_area_per_cell 9.14 um^2, initial DRC count 50, Slew @ Worst Pin 571 ps
==> report_power, final <==
part	internal, mW	total, mW	switching [mW]
clock	0.0493	0.0802	0.0309
sequential	0.138	0.205	0.0665
combinational	0.217	0.405	0.188
total	0.405	0.690	0.285
==> state kept, by name, summed over array words and instances, names as in the netlist <==
name	flops
quotient	4
remainder	4
count	3
done	1
state	1
==> routing by layer <==
metal / global-route usage, % / part of all wire, % / vias to the layer above
met1: 5.72 / 45 / 370
li1: - / - / 408
met5: 0 / 0 / -
met4: 0.225 / 0.56 / 0
met3: 1.86 / 5.3 / 2
met2: 8.03 / 49 / 10
==> cell families (layout without fill, tap and decap cells) <==
| family | Yosys count | count (layout) | share of synthesized area (%) |
|---|---|---|---|
| AND-OR/OR-AND | 21 | 21 | 14.1 |
| XOR/XNOR | 3 | 3 | 2.66 |
| adder cells (fa/ha/maj) | 14 | 14 | 18.5 |
| buffers and inverters | 17 | 35 | 6.84 |
| flip-flops | 13 | 13 | 33.0 |
| multiplexers | 6 | 6 | 6.34 |
| AND/OR/NAND/NOR | 34 | 34 | 18.6 |
==> worst paths after layout <==
kind,startpoint,to,slack (ps),cells after the start
max,dividend[0],remainder[0],2690,10
min,done,done,490,1
max reg2reg,count[0],remainder[0],2770,11
min reg2reg,done,done,490,1
max in group asynchronous,rst,remainder[0],4140,2
min in group asynchronous,rst,state,1230,2
==> cell usage in the layout (no fill, tap or decap), drive strengths merged <==
cell	instances
clkdlybuf4s50	19
o21a	1
o211ai	4
xor2	1
or4	1
or2	1
o31a	1
mux2i	4
a31oi	1
nand2	8
nor2	5
fa	1
a21oi	6
clkbuf	4
nand4	1
nor3b	2
a22o	1
nor3	1
ha	13
xnor2	2
a21o	1
or3b	1
o31ai	2
mux2	2
nand3	7
nor4bb	1
nor2b	1
dfrtp	13
o22ai	1
o21ai	2
a2111oi	1
nand2b	4
inv	12
or3	1
==> area by class of cell <==
type | count | area [um^2]
fillers | 606 | 4350
repair buffers | 19 | 190
inverters | 12 | 45.0
flip-flops and latches | 13 | 325
multi-input cells | 78 | 594
clock buffers | 4 | 45.0
well taps | 72 | 90.1
==> worst reg2reg max path: stages, from the launching register on <==
cell,delay [ps]
dfrtp_1,550
inv_1,120
ha_1,440
mux2_2,370
nand3_1,80
o31a_1,190
ha_1,260
nand4_1,90
nand2_1,70
or2_2,350
mux2i_1,140
a21o_1,170
Power is estimated from default activity; no workload was simulated.
