==> ./design.v <==
`timescale 1ns / 1ps
module Instruction_Memory(
    input  [3:0] address,
    input        read_en,
    output reg [31:0] instruction
);
    reg [31:0] memory [0:14];  
    initial begin
        memory[0] = 32'h8c0c0000;  
        memory[1] = 32'h8c0d0001;  
        memory[2] = 32'h8c0e0002;  
        memory[3] = 32'h8c0f0003;  
        memory[4] = 32'h018d4820;  
        memory[5] = 32'h01cf5020;  
        memory[6] = 32'h01494022;  
        memory[7] = 32'hac080004;  
	    memory[8]  = 32'h00000000;  
  		memory[9]  = 32'h00000000;  
  		memory[10] = 32'h00000000;  
  		memory[11] = 32'h00000000; 
  		memory[12] = 32'h00000000;  
  		memory[13] = 32'h00000000;  
	    memory[14] = 32'h00000000;  
    end
    always @(*) begin
        if (read_en)
            instruction = memory[address];
        else
            instruction = 32'b0;
    end
endmodule
==> ./run.sh <==
#!/bin/bash
# OpenROAD 26Q1-2900-gdf79404cd8, Yosys 0.63+post, stock flow scripts
make -C /OpenROAD-flow-scripts/flow DESIGN_CONFIG=/design/flow/config.mk WORK_HOME=/design/flow/orfs finish
==> ./config.mk <==
export PLATFORM = sky130hd
export DESIGN_NAME = Instruction_Memory
export DESIGN_NICKNAME = Instruction_Memory
export VERILOG_FILES = /design/flow/design.v
export SDC_FILE = /design/flow/constraint.sdc
export NUM_CORES = 4
export LEC_CHECK = 1
export CORE_AREA = 10 10 70 70
export DIE_AREA = 0 0 80 80
==> ./constraint.sdc <==
current_design Instruction_Memory

set clk_period 1.3
set clk_io_pct 0.2

create_clock -name clk0 -period $clk_period

set non_clock_inputs [all_inputs -no_clocks]
set_input_delay [expr $clk_period * $clk_io_pct] -clock clk0 $non_clock_inputs
set_output_delay [expr $clk_period * $clk_io_pct] -clock clk0 [all_outputs]
==> notes.md <==
The critical path goes through buf_4 > ha_4 > buf_4 > nor2_4 > dlygate4sd2_1. The remaining design rule violation count is 0, and the maximum fanout along the worst path is 4. The logs give 1.21 mm for the total detailed-routing wirelength and 0.369 nW for the leakage dissipation. The highest attainable clock frequency is 801 MHz, and the number of top-level pins is 37. In the final report, the number of endpoints failing setup comes to 0. The type of the worst setup path is in2out. The part of the Yosys area used for sequential elements was 0. The most frequent cell on the critical path was buf_4. STA on the placed design reports a worst setup slack of -0.793 ns. The number of antenna violations at the first check in global routing is 0. After layout, the worst setup slack is 0.0510 ns. The largest single stage delay on the critical path is 0.21 ns. According to the floorplan report, the die width is 80 microns.

With the final critical-path required period at 1.25 ns, the first-pass GRT wire length is 1.81 mm. The slowest stage of the critical path is the dlygate4sd2_1 cell. The number of warnings the tools reported was 36. The flow ran to the end, and the final reports show no timing, DRC or antenna violations.

The worst min-delay path category is in2out. Number of buffers added on ports: 23. The die boundary height works out to 80 microns.

The number of cells in the yosys synthesis report was 48; the effective utilization at floorplan was 0.0971. Recorded from the global router log, the overflow total was 0. The number of different library cells in the post-synthesis netlist is 16, and the routed length per placed instance is 9.93 microns.

The all-layer global routing usage was 0.0330. The core region is 3420 sq um. The flow reported a cell area power density of 203 nW/um^2. The tools report the element type at the critical path end as an output port. The run gives 365 for the number of global-route vias before repair.

The highest supply drop recorded on VDD is 0.0329 mV. The proportion of layout cells with a drive suffix above 1 came out at 0.539. The DRC marker count from the first detailed-route iteration was 1. Before any placement, the netlist area is recorded as 332 sq um. The layout has 0 clock buffers.

The maximum number of pins on one net before global-route repair is 9. Capturing instance or port of the critical path: instruction[24]. With the post-synthesis chip area from yosys at 332 sq um, the average vias per placed instance is 2.90. The mean area per synthesized cell was 6.91 sq um; the die footprint was 6400 sq um. The run gives 0.961 for the final cycle utilization of the critical path. Startpoint type of the worst setup path: an input port. Signed area change from the synthesized netlist to the final layout: 94.3%.

Warning count from the yosys run: 1. Data arrives at the worst endpoint at 0.99 ns. The tools report the timing startpoint of the critical path as address[1].

The first detailed-routing pass took 2 iterations. The floorplan has 21 rows. The tools report the required time of the critical path as 1.04 ns. Per the layout area report, the register area comes to 0 sq um. The synthesized netlist handed to floorplanning was reported with a cell count of 48. The run gives 0 for the max-slew violation count. The tools report the number of inserted diodes as 0. The final route contains 354 vias. The remaining antenna violation count after routing was 0. The run gives 0 for the number of sequential storage elements. RePlAce ended its routability-driven mode at a weighted congestion of 0.754. After legalization and detailed placement, the total HPWL measured 961 microns. The number of maximum-capacitance violations came out at 0. In the final report, the number of hold violations comes to 0.

Hold is met by 0.889 ns.
-- Yosys cell counts --
cell | n | area share
inv_1 | 3 | 0.034
a211oi_2 | 1 | 0.038
nand2b_4 | 1 | 0.041
buf_2 | 1 | 0.015
nand2_1 | 2 | 0.023
buf_4 | 19 | 0.43
nor3_1 | 1 | 0.015
inv_2 | 1 | 0.011
ha_1 | 4 | 0.15
nor2_1 | 5 | 0.057
and3_1 | 2 | 0.038
nand3b_1 | 1 | 0.023
a21oi_1 | 4 | 0.060
conb_1 | 1 | 0.011
buf_6 | 1 | 0.034
nand2b_1 | 1 | 0.019
-- power breakdown --
part	total [mW]	internal (mW)	leakage (nW)	switching, mW
Combinational	0.131	0.0757	0.369	0.0553
Clock	0	0	0	0
Sequential	0	0	0	0
Total	0.131	0.0757	0.369	0.0553
-- cells by family after synthesis --
family / count (synthesis) / synth area share
buf+inv: 25 / 0.525
simple gates: 13 / 0.215
compound gates: 5 / 0.0981
fa+ha+maj: 4 / 0.151
other cells: 1 / 0.0113
-- layer usage --
| layer | global-route usage | part of all wire | vias up |
|---|---|---|---|
| met5 | 0 | 0 | - |
| li1 | - | - | 174 |
| met3 | 0.00568 | 0.093 | 0 |
| met1 | 0.0462 | 0.45 | 157 |
| met4 | 0 | 0 | 0 |
| met2 | 0.0546 | 0.46 | 23 |
-- area by class of cell --
class / instances / area (sq um)
multi-input combinational: 36 / 278
timing repair buffer: 36 / 294
inverter: 4 / 15.0
fill: 386 / 2770
tap: 46 / 57.6
-- layout by cell type (no fill, tap or decap) --
cell type       count
nor3_4              1
and3_4              1
nand2b_4            2
dlymetal6s2s_1      1
nor2_1              2
ha_2                1
a21oi_1             2
buf_6               7
nand3b_1            1
and3_1              1
clkbuf_2            1
dlygate4sd2_1      10
a21oi_4             1
a21oi_2             1
ha_4                1
conb_1             14
buf_4              10
a211oi_2            1
buf_2               7
nor2_2              1
inv_2               4
nor2_4              2
ha_1                2
nand2_1             2
-- metrics by stage --
step	power, mW	TNS (ns)	instances	area (sq um)	util
3_3_place_gp	0.106	-11.73	114	547	0.160
4_1_cts	0.130	-0.212	120	631	0.185
3_5_place_dp	0.106	-11.81	114	547	0.160
6_report	0.131	0	122	644	0.189
2_1_floorplan	0.0687	0	61	380	-
5_1_grt	0.148	-0.00288	122	644	0.189
-- worst min-delay path by stage --
stage / cells past startpoint / startpoint / endpoint
after CTS: 4 / address[1] / instruction[23]
after global routing: 4 / read_en / instruction[1]
final: 4 / address[0] / instruction[16]
-- worst max-delay path: cells and delay by family --
family        cells  cell delay [ns]
fa+ha+maj         1             0.16
buf+inv           3             0.49
simple gates      1             0.08
-- repair_timing --
item,in CTS,in global routing
setup endpoints to repair,18,6
cloned,1,0
pin swaps,7,2
hold buffers,0,0
gates resized,74,7
buffers inserted,5,3
Power figures rest on the tool's default switching activity, not on a simulated workload.
